[design/flow/run.sh]
#!/bin/bash
# OpenROAD 26Q1-2900-gdf79404cd8, Yosys 0.63+post, stock flow scripts
make -C /OpenROAD-flow-scripts/flow DESIGN_CONFIG=/design/flow/config.mk WORK_HOME=/design/flow/orfs finish
[design/flow/config.mk]
export PLATFORM = sky130hd
export DESIGN_NAME = trafficlight_controller
export DESIGN_NICKNAME = trafficlight_controller
export VERILOG_FILES = /design/flow/design.v
export SDC_FILE = /design/flow/constraint.sdc
export NUM_CORES = 4
export LEC_CHECK = 1
export CORE_AREA = 10 10 71 71
export DIE_AREA = 0 0 81 81
[design/flow/constraint.sdc]
current_design trafficlight_controller

set clk_period 2.7
set clk_io_pct 0.2

create_clock -name clk0 -period $clk_period [get_ports {clk}]

set non_clock_inputs [all_inputs -no_clocks]
set_input_delay [expr $clk_period * $clk_io_pct] -clock clk0 $non_clock_inputs
set_output_delay [expr $clk_period * $clk_io_pct] -clock clk0 [all_outputs]
[design/flow/design.v]
`timescale 1ns / 1ps
module trafficlight_controller(
    input clk,reset,
    output reg [2:0]M1,
    output reg [2:0]M2,
    output reg [2:0]MT, 
    output reg [2:0]S
    );
    parameter State_1=0, State_2=1, State_3=2, State_4=3, State_5=4, State_6=5;
    parameter  sec7=7,sec5=5,sec2=2,sec3=3;
    reg [2:0]count;
    reg [2:0]present_state;
    always @ (posedge clk or posedge reset)
    begin
    if (reset==1)
    begin
    present_state<=State_1;
    count<=0;
    end
    else
    case (present_state)
    State_1: if (count<sec7)
    begin
    present_state<=State_1;
    count<=count+1;
    end
    else 
    begin
    present_state<=State_2;
    count<=0;
    end
    State_2: if (count<sec2)
    begin
    present_state<=State_2;
    count<=count+1;
    end
    else 
    begin
    present_state<=State_3;
    count<=0;
    end
    State_3: if (count<sec5)
    begin
    present_state<=State_3;
    count<=count+1;
    end
    else 
    begin
    present_state<=State_4;
    count<=0;
    end
    State_4: if (count<sec2)
    begin
    present_state<=State_4;
    count<=count+1;
    end
    else 
    begin
    present_state<=State_5;
    count<=0;
    end
    State_5: if (count<sec3)
    begin
    present_state<=State_5;
    count<=count+1;
    end
    else 
    begin
    present_state<=State_6;
    count<=0;
    end
    State_6: if (count<sec2)
    begin
    present_state<=State_6;
    count<=count+1;
    end
    else 
    begin
    present_state<=State_1;
    count<=0;
    end
    default: present_state<=State_1;
    endcase
    end
    always@(present_state)
    begin
    case (present_state)
    State_1: begin
    M1<= 3'b001;
    M2<=3'b001;
    MT<=3'b100;
    S<=3'b100;
    end
    State_2:
    begin 
    M1<=3'b001;
    M2<=3'b010;
    MT<=3'b100;
    S<=3'b100;
     end
    State_3:
    begin
    M1<=3'b001;
    M2<=3'b100;
    MT<=3'b001;
    S<=3'b100;
    end
    State_4:
    begin
     M1<=3'b010;
     M2<=3'b100;
     MT<=3'b010;
     S<=3'b100;
     end
     State_5:
     begin 
     M1<=3'b100;
     M2<=3'b100;
     MT<=3'b100;
     S<=3'b001;
     end
     State_6:
     begin 
     M1<=3'b100;
     M2<=3'b100;
     MT<=3'b100;
     S<=3'b010;
     end
     default:
     begin 
     M1<=3'b000;
     M2<=3'b000;
     MT<=3'b000;
     S<=3'b000;
     end
     endcase
    end             
endmodule
==> flow_metrics.py <==
# Auto-generated metrics
metrics = {
    "status": {
        "status": "completed",
    },
    "final_timing": {
        "worst_slew_pin_slew_ns": 0.339,
        "slew_headroom_pct": 77.3,
        "fin_skew_ns": 0.00305,
        "holdWs_ns": 0.573,
        "fin_crit_ns": 2.31,
        "worst_slack_ns": 0.387,
        "hold_viol_final": 0,
        "fmax_ghz": 0.432,
        "setup_tns_ns": 0,
        "rsz0062_at_grt": "false",
        "final-max-slew-violation-count": 0,
        "period_used_pct": 85.7,
        "setup_viol_count_final": 0,
    },
    "floorplan": {
        "core_um2": 3630,
        "die_height_um": 81,
        "die_w_um": 81,
        "initial_utilization_pct": 15.4,
        "io_pins": 14,
        "std_cell_rows": 22,
        "chipArea_um2": 6560,
    },
    "synth": {
        "yosys-stat-area_um2": 558,
        "top_cell_area_share_pct": 35.9,
        "avgSynthCellArea_um2": 8.33,
        "yosysWarnings": 1,
        "synthCells": 67,
        "synth.largest_area_cell": "dfrtp_1",
        "area_leaders": "dfrtp_1 (36%), a21oi_1 (9.0%), clkbuf_1 (5.4%)",
        "yosys-stat-cells": 67,
        "synth.cell_area_um2": 558,
        "ys_types": 31,
        "numSynthFlops": 9,
        "ys_seq_share_pct": 40.6,
    },
    "power": {
        "swShare_pct": 18.5,
        "power_switching_mw": 0.0543,
        "p_int_mw": 0.240,
        "p_leak_nw": 0.306,
        "clkPwrFrac_pct": 52.5,
        "p_seq_share_pct": 46.1,
        "power_density_nw_per_um2": 390,
        "vdd_drop_max_v": 0.000175,
        "combPwrFrac_pct": 1.4,
    },
    "hold_path": {
        "hold_class": "in2async",
    },
    "place": {
        "hpwl_um": 928,
        "io_buffers": 13,
        "dp_slack_ns": 0.630,
        "globalplace.congestion": 0.872,
    },
    "clock_tree": {
        "cts.sinks": 9,
        "numCtsBuffers": 3,
        "cts_setup_buffers": 0,
        "clkLatencyLatePin_ns": 0.23,
        "cts_tree": "built",
        "cts_max_path_buffers": 2,
        "cts_hold_buf": 0,
        "ctsHtreeMaxLevel": 1,
        "clk_pin_slew_ns": 0.05,
        "cts_root_buf": "clkbuf_8",
        "cts.repair.resized": 0,
    },
    "critical_path": {
        "end_kind": "output pin",
        "worstPathArrival_ns": 1.77,
        "crit_type": "reg2out",
        "worstPathMaxFanout": 9,
        "critPathLaunchType": "flop",
        "r2r-start": "present_state[2]",
        "worst_ep_required_time_ns": 2.16,
        "regToRegEndpoint": "count[0]",
        "reg2reg_slack_ns": 1.06,
        "worstRegToRegCells": 4,
    },
    "flow_run": {
        "tool_warnings": 25,
        "cap_violations": 0,
    },
    "detailed_routing": {
        "wire_per_inst_um": 10.1,
        "ant_nets": 0,
        "vias": 496,
        "n_antenna_cell": 0,
        "drc_errors": 0,
        "via_per_inst": 4.03,
        "drt_iter0_markers": 60,
        "dr.pass1.iters": 4,
        "drt_wl_total_um": 1250,
    },
    "global_route": {
        "grt_max_degree": 13,
        "grt_usage_pct": 3.75,
        "antenna_found_initial": 0,
        "overflow": 0,
        "grt_pass1_vias": 447,
        "grt_first_pass_wirelength_um": 2020,
    },
    "cells_and_area": {
        "n_fill_cell": 399,
        "layout.cells.most_common": "clkdlybuf4s50_1",
        "drive_gt1_share_pct": 16.0,
        "area_growth_syn_to_layout_pct": 35.0,
        "final_cell_mix": "clkdlybuf4s50_1 (13), a21oi_1 (10), dfrtp_1 (8)",
    },
}
-- flip-flops by register name, summed over array words and instances, names as in the netlist --
| signal | flops |
|---|---|
| present_state | 6 |
| count | 3 |
-- synthesized netlist by cell type, drive strengths merged --
| library cell | number |
|---|---|
| a21oi | 11 |
| clkbuf | 8 |
| dfrtp | 8 |
| inv | 5 |
| o21ai | 5 |
| nand2 | 4 |
| or2 | 3 |
| a22o | 2 |
| a31oi | 2 |
| nor2 | 2 |
| or3 | 2 |
| or4 | 2 |
| a21o | 1 |
| and3 | 1 |
| dfstp | 1 |
| dlygate4sd3 | 1 |
| ha | 1 |
| nand2b | 1 |
| nand3 | 1 |
| nand4b | 1 |
| nor3 | 1 |
| nor3b | 1 |
| o211ai | 1 |
| o22ai | 1 |
| or2b | 1 |
-- metal layers --
metal / GRT usage (%) / vias to the layer above / wire (µm)
met1: 5.32 / 225 / 600
met4: 0.346 / 0 / 0
met3: 2.45 / 0 / 194
met5: 0 / - / 0
li1: - / 249 / -
met2: 4.78 / 22 / 452
-- power by group through the flow --
stage | clock [mW] | sequential (mW) | combinational, mW
after CTS | 0.158 | 0.135 | 0.00441
after global routing | 0.166 | 0.135 | 0.00500
final | 0.154 | 0.135 | 0.00401
-- worst max-delay path, cell delays in order (launching register included) --
cell	delay, ns
dfrtp_1	0.46
or4_2	0.66
clkdlybuf4s50_1	0.43
-- worst max path at each step --
stage	startpoint	endpoint	slack (ns)
6_report	present_state[3]	S[2]	0.39
5_1_grt	present_state[3]	S[2]	0.32
4_1_cts	present_state[3]	S[2]	0.38
-- cells by family after synthesis --
| logic type | synth area share (%) |
|---|---|
| buffers and inverters | 10.5 |
| DFF | 40.6 |
| and+or+nand+nor | 22.2 |
| adders and majority gates | 2.24 |
| AOI/OAI and AO/OA | 24.4 |
-- metrics by stage --
step                      utilization (%)  cells  total power, mW  instance area (µm²)
after floorplan                         -     67            0.139                  558
after global placement               19.5    119            0.142                  708
after detailed placement             19.5    119            0.142                  708
after CTS                            20.7    123            0.298                  753
after global routing                 20.7    123            0.306                  753
final                                20.7    123            0.294                  753
-- layout make-up --
type / count / area, µm² / area share [%]
Clock buffer: 4 / 45.0 / 5.98
Inverter: 5 / 18.8 / 2.49
Sequential cell: 9 / 226 / 30.1
Multi-Input combinational cell: 44 / 273 / 36.2
Tap cell: 48 / 60.1 / 7.97
Timing Repair Buffer: 13 / 130 / 17.3
Power figures rest on the tool's default switching activity, not on a simulated workload.
